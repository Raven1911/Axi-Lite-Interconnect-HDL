## run.sh

```bash
#!/bin/bash
# OpenROAD 26Q1-2900-gdf79404cd8, Yosys 0.63+post, stock flow scripts
make -C /OpenROAD-flow-scripts/flow DESIGN_CONFIG=/design/flow/config.mk WORK_HOME=/design/flow/orfs finish
```

## config.mk

```make
export PLATFORM = sky130hd
export DESIGN_NAME = axi_lite_slave_interface
export DESIGN_NICKNAME = axi_lite_slave_interface
export VERILOG_FILES = /design/flow/design.v
export SDC_FILE = /design/flow/constraint.sdc
export NUM_CORES = 4
export LEC_CHECK = 1
export CORE_AREA = 10 10 182 182
export DIE_AREA = 0 0 192 192
```

## constraint.sdc

```tcl
current_design axi_lite_slave_interface

set clk_period 2.2
set clk_io_pct 0.2

create_clock -name clk0 -period $clk_period [get_ports {clk_i}]

set non_clock_inputs [all_inputs -no_clocks]
set_input_delay [expr $clk_period * $clk_io_pct] -clock clk0 $non_clock_inputs
set_output_delay [expr $clk_period * $clk_io_pct] -clock clk0 [all_outputs]
```

## design.v

```verilog
`timescale 1ns / 1ps
module axi_lite_slave_interface#(
    parameter ADDR_WIDTH = 32,           
    parameter DATA_WIDTH = 32,           
    parameter TRANS_W_STRB_W = 4,        
    parameter TRANS_WR_RESP_W = 2,       
    parameter TRANS_PROT      = 3,
    parameter CYCLE_CLOCK = 2
)(
    input                               clk_i,
    input                               resetn_i,
    input       [ADDR_WIDTH-1:0]        i_axi_awaddr,
    input                               i_axi_awvalid,
    output                              o_axi_awready,
    input       [TRANS_PROT-1:0]        i_axi_awprot,
    input       [DATA_WIDTH-1:0]        i_axi_wdata,
    input       [TRANS_W_STRB_W-1:0]    i_axi_wstrb,
    input                               i_axi_wvalid,
    output                              o_axi_wready,
    output      [TRANS_WR_RESP_W-1:0]   o_axi_bresp,
    output                              o_axi_bvalid,
    input                               i_axi_bready,
    input       [ADDR_WIDTH-1:0]        i_axi_araddr,
    input                               i_axi_arvalid,
    output                              o_axi_arready,
    input       [TRANS_PROT-1:0]        i_axi_arprot,
    output      [DATA_WIDTH-1:0]        o_axi_rdata,
    output                              o_axi_rvalid,
    output      [TRANS_WR_RESP_W-1:0]   o_axi_rresp,
    input                               i_axi_rready,
    output      [ADDR_WIDTH-1:0]        o_addr_w,
    output      [TRANS_PROT-1:0]        o_awprot_w,
    output      [3:0]                   o_wen,
    output      [DATA_WIDTH-1:0]        o_data_w,
    output                              o_write_data_w,
    input       [TRANS_WR_RESP_W-1:0]   i_bresp_w,
    output      [ADDR_WIDTH-1:0]        o_addr_r,
    output      [TRANS_PROT-1:0]        o_arprot_r,
    input       [DATA_WIDTH-1:0]        i_data_r,
    input       [TRANS_WR_RESP_W-1:0]   i_rresp_r,
    output                              o_read_data_r
    );
    wire    axi_awready, axi_wready, axi_bvalid;
    wire    axi_arready, axi_rvalid;
    tick_timer #(
        .CYCLE_CLOCK(CYCLE_CLOCK)
    ) AW_slave (
        .clk_i(clk_i),
        .start_i(i_axi_awvalid),
        .resetn_i(i_axi_awvalid),
        .set_i(axi_awready),
        .tick_timer(axi_awready)
    );
    register_DFF_negedge #(
        .SIZE_BITS(ADDR_WIDTH)
    ) register_DFF_AW_0 (
        .clkn_i(axi_awready),
        .resetn_i(resetn_i),
        .D_i(i_axi_awaddr),
        .Q_o(o_addr_w)
    );
    register_DFF #(
        .SIZE_BITS(TRANS_PROT)
    ) register_DFF_AW_1 (
        .clk_i(axi_awready),
        .resetn_i(resetn_i),
        .D_i(i_axi_awprot),
        .Q_o(o_awprot_w)
    );
    tick_timer #(
        .CYCLE_CLOCK(CYCLE_CLOCK)
    ) W_slave (
        .clk_i(clk_i),
        .start_i(i_axi_wvalid),
        .resetn_i(i_axi_wvalid),
        .set_i(axi_wready),
        .tick_timer(axi_wready)
    );
    register_DFF #(
        .SIZE_BITS(DATA_WIDTH)
    ) register_DFF_W_0 (
        .clk_i(axi_wready),
        .resetn_i(resetn_i),
        .D_i(i_axi_wdata),
        .Q_o(o_data_w)
    );
    register_DFF #(
        .SIZE_BITS(TRANS_W_STRB_W)
    ) register_DFF_W_1 (
        .clk_i(axi_wready),
        .resetn_i(resetn_i),
        .D_i(i_axi_wstrb),
        .Q_o(o_wen)
    );
    tick_timer #(
        .CYCLE_CLOCK(CYCLE_CLOCK)
    ) B_slave (
        .clk_i(clk_i),
        .start_i(i_axi_bready),
        .resetn_i(i_axi_bready),
        .set_i(axi_bvalid),
        .tick_timer(axi_bvalid)
    );
    register_DFF #(
        .SIZE_BITS(TRANS_WR_RESP_W)
    ) register_DFF_B_0 (
        .clk_i(axi_bvalid),
        .resetn_i(resetn_i),
        .D_i(i_bresp_w),
        .Q_o(o_axi_bresp)
    );
    tick_timer #(
        .CYCLE_CLOCK(CYCLE_CLOCK)
    ) AR_slave (
        .clk_i(clk_i),
        .start_i(i_axi_arvalid),
        .resetn_i(i_axi_arvalid),
        .set_i(axi_arready),
        .tick_timer(axi_arready)
    );  
    register_DFF_negedge #(
        .SIZE_BITS(ADDR_WIDTH)
    ) register_DFF_AR_0 (
        .clkn_i(axi_arready),
        .resetn_i(resetn_i),
        .D_i(i_axi_araddr),
        .Q_o(o_addr_r)
    );
    register_DFF #(
        .SIZE_BITS(TRANS_PROT)
    ) register_DFF_AR_1 (
        .clk_i(axi_arready),
        .resetn_i(resetn_i),
        .D_i(i_axi_arprot),
        .Q_o(o_arprot_r)
    );
    tick_timer #(
        .CYCLE_CLOCK(CYCLE_CLOCK)
    ) R_slave (
        .clk_i(clk_i),
        .start_i(i_axi_rready),
        .resetn_i(i_axi_rready),
        .set_i(axi_rvalid),
        .tick_timer(axi_rvalid)
    );
    register_DFF #(
        .SIZE_BITS(DATA_WIDTH)
    ) register_DFF_R_0 (
        .clk_i(axi_rvalid),
        .resetn_i(resetn_i),
        .D_i(i_data_r),
        .Q_o(o_axi_rdata)
    );
    register_DFF #(
        .SIZE_BITS(TRANS_WR_RESP_W)
    ) register_DFF_R_1 (
        .clk_i(axi_rvalid),
        .resetn_i(resetn_i),
        .D_i(i_rresp_r),
        .Q_o(o_axi_rresp)
    );
    assign  o_axi_awready       = axi_awready;
    assign  o_axi_wready        = axi_wready;
    assign  o_write_data_w      = axi_wready;
    assign  o_axi_bvalid        = axi_bvalid;
    assign  o_axi_arready       = axi_arready;
    assign  o_axi_rvalid        = axi_rvalid;
    assign  o_read_data_r       = i_axi_rready;
endmodule
module register_DFF#(
    SIZE_BITS = 32
)(  
    input                           clk_i,
    input                           resetn_i,
    input       [SIZE_BITS-1:0]    D_i,
    output  reg [SIZE_BITS-1:0]    Q_o
);
    always @(posedge clk_i, negedge resetn_i) begin
        if (~resetn_i) begin
            Q_o <= 0;
        end
        else begin
            Q_o <= D_i;
        end
    end
endmodule
module register_DFF_negedge#(
    SIZE_BITS = 32
)(  
    input                           clkn_i,
    input                           resetn_i,
    input       [SIZE_BITS-1:0]     D_i,
    output  reg [SIZE_BITS-1:0]     Q_o
);
    always @(negedge clkn_i, negedge resetn_i) begin
        if (~resetn_i) begin
            Q_o <= 0;
        end
        else begin
            Q_o <= D_i;
        end
    end
endmodule
module tick_timer#(
    parameter CYCLE_CLOCK = 2  
)(  
    input   clk_i,
    input   start_i,
    input   resetn_i,
    input   set_i,
    output  tick_timer
);
    reg [$clog2(CYCLE_CLOCK)-1:0] count_next, count_reg;
    reg                            tick_next, tick_reg;
    always @(posedge clk_i or negedge resetn_i) begin
        if (~resetn_i) begin
            count_reg <= 0;
            tick_reg <= 0;
        end
        else begin
            tick_reg <= tick_next;
            count_reg <= count_next;
        end
    end
    always @(*) begin
        count_next = count_reg;
        tick_next = 0;
        if (start_i) begin
            if (count_reg >= CYCLE_CLOCK - 1) begin
                count_next = 0;
                tick_next = 1;
            end
            else if (set_i)begin
                count_next = 0;
            end
            else begin  
                count_next = count_next + 1;
                tick_next = 0;
            end
        end
    end
    assign tick_timer = tick_reg;
endmodule
```

==> run notes <==
Entry: Yosys synthesis followed by OpenROAD place and route.

Status:
- The flow ran to the end, and the final reports show no timing, DRC or antenna violations.

Floorplanning:
- The run gives the x dimension of the die as 192 um.
- For this configuration, the core starts out at a cell density of 13.6%.
- According to the floorplan report, the placeable core area is 28,900 um^2.
- 298 I/O pins were placed.
- The run gives the number of placement rows as 62.
- The run gives the chip area as 36,900 um^2.
- Per the OpenROAD floorplan log, the height of the die is ~190 um.

Synthesis:
- The synthesized design devotes to its leading area cell type 56.0% of total area.
- The main area contributors are dfrtp_1, dfrtn_1, mux2i_1.
- The run gives the synthesized instance count as 169.
- The run puts the post-synthesis chip area from yosys at 3930 um^2.
- Per the synth log, the flip-flop and latch total comes to 152.
- The run gives the tally of unique sky130hd cells used after synthesis as 6.
- The run gives the cell area after synthesis as approximately 4000 um^2.
- A synthesized cell averages 23.3 um^2.
- The run gives the largest area contributor in the netlist as dfrtp_1.
- The run gives the sequential element share of the synthesized area as 96.8%.
- The run puts the total cells reported by yosys after synthesis at 169.
- The run gives the total of warnings raised by yosys as 6.

Route:
- The run puts the via count normalized by instance count at 2.88.
- Signal nets in the final route climb as high as met5.
- The routed design uses approximately 1800 um of met3 wire.
- The run puts the total iterations of the first detailed-routing run at 4.
- The run puts the length of routed wiring on met1 at 4880 um.
- In this run the remaining antenna-violating nets after routing total 0.
- The run gives the number of vias in the routed layout as approximately 2,500.
- The run puts the final antenna diode count at 0.
- The run gives the detailed-route wire length per cell as between 15 and 20 um.
- The detailed router reports a met2 wire length of 7080 um.
- The run gives the final routed DRC violation total as 0.
- For this block, the initial DRC count from the detailed router was between 50 and 60.
- For this block, the routed nets add up to 13,900 um of wire.

Clock tree:
- The run gives the deepest clock path buffer count as 2.
- The run puts the insertion delay of the later-clocked pin in the worst-skew pair at 0.25 ns.
- The run gives the cell resize tally after clock tree synthesis as 0.
- The run puts the maximum level of the CTS H-tree at 1.
- Clock-pin slew was measured on the worst setup and hold paths at 0.05 ns.
- The run gives the cell at the root of the clock tree as clkbuf_16.
- The run gives the number of buffers added by the clock tree synthesis step as 3.
- In this run the post-CTS setup repair buffer count came out at 0.
- The run gives the CTS tree as yes.
- The run puts the hold buffer count at cts at 0.

Setup path:
- The worst setup path is captured at an output pin.
- Max fanout on the critical path was recorded as 6.
- The critical path is of the primary input to output pin type.
- Per the STA report, the cell with the highest stage delay on the worst path is clkdlybuf4s50_1.
- The run gives the cell occurring most often along the worst timing path as clkdlybuf4s50_1.
- The run puts the biggest cell delay along the critical path at ~0.57 ns.
- Listed in order, past its start point the critical path passes clkdlybuf4s50_1, clkdlybuf4s50_1.
- The run gives the data required time at the worst endpoint as 1.76 ns.
- STA puts the critical path data arrival time at roughly 1.5 ns.
- STA classifies the critical path startpoint as a primary input.
- Per STA, the worst path accumulates the most delay in the family buffers and inverters.
- Along the critical path, the tally of buffer and inverter instances is 2.

Final timing:
- The run gives the setup TNS after final layout as 0 ns.
- The run gives the number of register pins that no clock reaches as 142.
- The run gives the count of endpoints without a timing constraint as 284.
- The run puts the highest clock rate at ~0.51 GHz.
- Setup repair after global routing left no endpoint under its margin.
- The run puts the worst slew margin relative to its limit at 48.2%.
- The run gives the actual slew at the worst max-slew pin as a little under 0.8 ns.
- Max-slew check failures listed in the final report amount to 0.
- The run puts the final worst clock skew at 0.0000862 ns.
- OpenROAD reports that the post-layout worst path occupies ~89% of the period.
- The run puts the setup-violating endpoint count in the final report at 0.
- The run gives the count of final hold-check violations as 0.
- The run puts the post-route minimum period at around 2 ns.

Min path:
- The run gives the type of the worst min-delay path as primary input to asynchronous set/reset pin.

Global route:
- Entering global routing, the biggest net connects approximately 80 pins.
- The run puts the number of antenna violations at the first check in global routing at 1.
- The run gives the sum of overflow across all layers after global routing as 0.
- The run gives the overall track demand over capacity in global routing as 7.08%.
- The first global-routing pass estimated roughly 19,000 um of wire.
- The via count of the first global-routing pass is 2,696.

Finish:
- The run gives the fraction of layout instances using a drive strength above 1 as about 2.3%.
- The run puts the area overhead of the layout relative to synthesis at 90.9%.
- The layout stage reports a final design area of 7500 um^2.
- Per the cell usage report, the commonest logic cell in the layout is clkdlybuf4s50_1.
- The top cell types in the final layout, fill and taps aside, are clkdlybuf4s50_1, dfrtp_1, dfrtn_1.

Placement:
- The run puts the weighted congestion reported at the end of routability-driven placement at 0.770.
- During placement, the flow inserted port buffers numbering roughly 300.
- The post-placement cell area is 7420 um^2.
- The run gives the detailed placement HPWL as 12,300 um.

Job:
- The run gives the number of max-capacitance violations reported as 0.
- The logs give a warning total of 25.

Pwr:
- The run puts the peak supply drop at ~0.00024 V.
- The report lists the power per cell area as 219 nW/um^2.
- The analysis attributes to cell leakage a power of 3.07 nW.
## final timing paths
path / from / slack (ns) / to / depth (start not counted)
setup / recovery: i_axi_rready / 0.24 / o_read_data_r / 2
hold / removal: i_axi_bready / 0.38 / B_slave.count_reg$_DFFE_PN0P_ / 1
setup reg to reg: R_slave.tick_reg$_DFF_PN0_ / 1.19 / R_slave.count_reg$_DFFE_PN0P_ / 3
hold reg to reg: W_slave.count_reg$_DFFE_PN0P_ / 0.46 / W_slave.count_reg$_DFFE_PN0P_ / 1
max in group asynchronous: i_axi_arvalid / 1.63 / AR_slave.count_reg$_DFFE_PN0P_ / 1
min in group clk0: W_slave.count_reg$_DFFE_PN0P_ / 0.46 / W_slave.count_reg$_DFFE_PN0P_ / 1
## metrics by stage
step	worst slack, ns	hold WS [ns]	instances	utilization [%]	total power, mW
after floorplan	0.853	0.144	169	-	0.606
after global placement	0.222	0.456	854	25.6	1.26
after detailed placement	0.217	0.458	854	25.6	1.26
after CTS	0.215	0.367	858	25.9	1.71
after global routing	0.170	0.384	858	25.9	1.75
final	0.237	0.381	858	25.9	1.65
## cell usage after synthesis, drive strengths merged
cell type and count:
and2 5, buf 2, dfrtn 64, dfrtp 88, mux2i 5, nand2b 5
## per-layer routing
| layer | GRT usage, % | up-vias |
|---|---|---|
| li1 | - | 1122 |
| met1 | 8.09 | 1181 |
| met2 | 12.3 | 154 |
| met3 | 3.47 | 8 |
| met4 | 0.328 | 2 |
| met5 | 0 | - |
## cells by family (layout without fill, tap and decap cells)
family / count (synthesis) / after routing / synth area share, %
mux: 5 / 5 / 1.27
simple gates: 10 / 10 / 1.59
buf+inv: 2 / 307 / 0.382
flops: 152 / 152 / 96.8
## power breakdown
part,total (mW),switching [mW],internal (mW)
registers,0.580,0.0440,0.536
logic,0.655,0.192,0.463
clock network,0.411,0.134,0.277
## area by class of cell
| cell class | instances | area [um^2] |
|---|---|---|
| clock buffer | 4 | 88.8 |
| fill | 2930 | 21400 |
| multi-input combinational | 15 | 113 |
| sequential | 152 | 3800 |
| tap | 384 | 480 |
| timing repair buffer | 303 | 3020 |
Power and IR drop assume default switching activity.
